$ cat run.sh
#!/bin/bash
# OpenROAD 26Q1-2900-gdf79404cd8, Yosys 0.63+post, stock flow scripts
make -C /OpenROAD-flow-scripts/flow DESIGN_CONFIG=/design/flow/config.mk WORK_HOME=/design/flow/orfs finish
$ cat config.mk
export PLATFORM = sky130hd
export DESIGN_NAME = bram
export DESIGN_NICKNAME = bram
export VERILOG_FILES = /design/flow/design.v
export SDC_FILE = /design/flow/constraint.sdc
export NUM_CORES = 4
export LEC_CHECK = 1
export CORE_UTILIZATION = 50
$ cat constraint.sdc
current_design bram

set clk_period 7.7
set clk_io_pct 0.2

create_clock -name clk0 -period $clk_period [get_ports {clk_i}]

set non_clock_inputs [all_inputs -no_clocks]
set_input_delay [expr $clk_period * $clk_io_pct] -clock clk0 $non_clock_inputs
set_output_delay [expr $clk_period * $clk_io_pct] -clock clk0 [all_outputs]
$ cat design.v
package cache_pkg;
localparam SET_BITS          = 1;
localparam BLOCK_BITS        = 1;
localparam BUFFER_DEPTH_BITS = 2;
localparam DATA_WIDTH        = 32;
localparam ADDR_WIDTH        = 32;
localparam CPU_ADDR_BUF      = 2;
localparam CPU_ADDR_DEPTH    = 2**CPU_ADDR_BUF;
localparam DATA_BYTES        = DATA_WIDTH/8;
localparam TECH_ADDR_WIDTH   = SET_BITS + BLOCK_BITS;
localparam BLOCK_AMOUNT      = 2**BLOCK_BITS;
localparam MATRIX_WIDTH      = BLOCK_AMOUNT*(BLOCK_AMOUNT-1)/2;
localparam SET_AMOUNT        = 2**SET_BITS;
localparam FIFO_WIDTH        = DATA_WIDTH + ADDR_WIDTH + 1 + DATA_BYTES;
localparam FIFO_WIDTH_EX     = FIFO_WIDTH + 1;
localparam SET_ANY           = (SET_BITS == 0)   ? 1 : SET_BITS;
localparam BLOCK_ANY         = (BLOCK_BITS == 0) ? 1 : BLOCK_BITS;
localparam LOAD_LSB = 0;
localparam LOAD_MSB = LOAD_LSB;
localparam MODE_LSB = LOAD_LSB + 1;
localparam MODE_MSB = MODE_LSB;
localparam STRB_LSB = MODE_MSB + 1;
localparam STRB_MSB = STRB_LSB + DATA_BYTES - 1;
localparam DATA_LSB = STRB_MSB + 1;
localparam DATA_MSB = DATA_LSB + DATA_WIDTH - 1;
localparam ADDR_LSB = DATA_MSB + 1;
localparam ADDR_MSB = ADDR_LSB + ADDR_WIDTH - 1;
endpackage
module bram#(
  parameter DATA_WIDTH = 32,
  parameter ADDR_WIDTH = 5
)
(
  input  logic                   clk_i,
  input  logic [ADDR_WIDTH-1 :0] addr_i,
  input  logic [DATA_WIDTH-1 :0] data_i,
  input  logic                   we_i,
  input  logic                   en_i,
  output logic [DATA_WIDTH-1 :0] data_o
);
  localparam RAM_DEPTH = 2**ADDR_WIDTH;
  logic [DATA_WIDTH-1:0] bram [RAM_DEPTH-1:0];
  logic [DATA_WIDTH-1:0] data_out_ff;
  always_ff @(posedge clk_i) begin
    if (en_i) begin
      if (we_i) begin
        bram[addr_i] <= data_i;
        data_out_ff  <= data_i;
      end else
        data_out_ff <= bram[addr_i];
    end
  end
  assign data_o = data_out_ff;
endmodule
==> flow.log <==
[flow] collecting metrics
INFO  metric worstHoldStart = bram[5][10]
INFO  metric place.gp.congestion = 0.9038
INFO  metric buffer_ports.inserted = 71
INFO  metric ctsRootBufferMaster = sky130_fd_sc_hd__clkbuf_16
INFO  metric routed_wl = 97.60 mm
INFO  metric register_to_register_setup_slack = 5.50 ns
INFO  metric ys_warn_count = 1
INFO  metric synthAdderAreaFrac = 0
INFO  metric aoi_share = 0.04269
INFO  metric path_max_fanout = 47
INFO  metric r2r-end = data_out_ff[18]
INFO  metric via_per_inst = 6.076
INFO  metric globalRouteTotalUtil = 0.2748
INFO  metric max_cap_violations = 0
INFO  metric dominant_kind_of_combinational_cell = multiplexers
INFO  metric post_route_drc = 0
INFO  metric fp-utilization = 0.5044
INFO  metric ioPinCount = 72
INFO  metric power.sequential.fraction = 0.527
INFO  metric relSlewSlack = 0.3306
INFO  metric yosys.stat.seqShare = 0.7818
INFO  metric worstHoldEndpoint = data_out_ff[10]
INFO  metric deepest_clock_path_buffer_count = 3
INFO  metric layout.cells.most_common = sky130_fd_sc_hd__edfxtp_1
INFO  metric layoutNonFillerInstCount = 3283
INFO  metric total_via_count_in_the_routed_design = 19949
INFO  metric synth_area = 40560 sq um
INFO  metric p_comb_frac = 0.047
INFO  metric number_of_cell_instances_after_yosys_synthesis = 1964
INFO  metric path_class = input pin to register
INFO  metric placement_rows = 104
INFO  metric die_area = 82270 sq um
INFO  metric ys_top_cells_by_area = sky130_fd_sc_hd__edfxtp_1 78%, sky130_fd_sc_hd__mux4_2 7.3%, sky130_fd_sc_hd__mux2i_1 5.8%
INFO  metric final_hold_viol_count = 0
INFO  metric enable_flop_cells = 1056
INFO  metric worst_setup_path_start_kind = input pin
INFO  metric clock_input_transition_at_the_sequential_cells_of_the_worst_setup_and_hold_paths = 0.07 ns
INFO  metric cts.repair.resized = 0
INFO  metric final_cell_mix = 1056 x sky130_fd_sc_hd__edfxtp_1, 237 x sky130_fd_sc_hd__mux2i_1, 132 x sky130_fd_sc_hd__mux4_2
INFO  metric switching_share = 0.2050
INFO  metric yosysTopAreaCellShare = 0.7818
INFO  metric whs_path_depth = 4
INFO  metric globalRouteOverflowTotal = 0
INFO  metric synth_chip_area = 40560 sq um
INFO  metric detail-route-antenna-nets = 0
INFO  metric hp-class = register to register
INFO  metric r2r_cells = 5
INFO  metric clock_power_share = 0.425
INFO  metric finalWorstPathRequiredPeriod = 4.202 ns
INFO  metric status = finished clean
INFO  metric filler_cell_count = 5724
INFO  metric final_min_period_over_clock_period = 0.5457
INFO  metric warnings = 26
INFO  metric grt_max_degree = 87
INFO  metric rsz0062_at_grt = no
INFO  metric slew_at_the_pin_with_the_worst_max_slew_slack = 0.9998 ns
INFO  metric synthesis.instances = 1964
INFO  metric core-area = 80420 sq um
INFO  metric synth_area_leader = sky130_fd_sc_hd__edfxtp_1
INFO  metric yosysUniqueCellTypes = 54
INFO  metric power.internal = 9.657 mW
INFO  metric share_of_post_route_cells_with_drive_strength_above_1 = 0.2101
INFO  metric cts_tree = done
INFO  metric post_synth_xor_area_fraction = 0
INFO  metric report.final.setup_viol = 0
INFO  metric crit_required = 8.08 ns
INFO  metric timing.clock.skew = 0.02816 ns
INFO  metric htree_levels = 3
INFO  metric cts-hold-fix-buffers = 0
INFO  metric fin_setup_tns = 0 ns
INFO  metric clk_latency = 0.67 ns
INFO  metric max_freq = 238.0 MHz
INFO  metric drtIter0Drc = 1388
INFO  metric antenna-diode-count = 0
INFO  metric clock-sinks = 1056
INFO  metric cts_setup_buffers = 0
INFO  metric ir_worst_vdd = 0.0002187 V
INFO  metric regToRegStartpoint = bram[27][18]
INFO  metric leakage_power = 15.06 nW
INFO  metric end_kind = register
INFO  metric critical_path_data_arrival_time = 4.58 ns
INFO  metric synth-main-ff-cell = sky130_fd_sc_hd__edfxtp_1
INFO  metric floorplan.die.height = 286.8 microns
INFO  metric final-max-slew-violation-count = 0
INFO  metric syn_avg_cell_area = 20.65 sq um
INFO  metric power_switching = 2.490 mW
INFO  metric die_span_in_x = 286.8 microns
INFO  metric dpl.cell_count = 3088
INFO  metric wl_per_cell = 29.73 microns
INFO  metric mux_area_frac = 0.1357
INFO  metric powerDensity = 261.4 nW/um^2
INFO  metric synth-seq-cells = 1056
INFO  metric grt_pass1_wl = 143.1 mm
INFO  metric dr.pass1.iters = 5
INFO  metric area.growth.synth_to_final = 14.57%
INFO  metric first_global_vias = 21534
INFO  metric ys_async_sr_fraction = 0
INFO  metric place.detailed.hpwl = 56.28 mm
INFO  metric grt_antenna_before_repair = 0
INFO  metric ys_sh_simple = 0.02218
INFO  metric cts_inserted_buffers = 105
[critical path, cell delays in order]
cell and delay (ns):
sky130_fd_sc_hd__clkbuf_8 0.37, sky130_fd_sc_hd__buf_4 0.63, sky130_fd_sc_hd__or4_1 0.62, sky130_fd_sc_hd__o22ai_1 0.28, sky130_fd_sc_hd__a2111oi_1 0.67, sky130_fd_sc_hd__buf_4 0.24, sky130_fd_sc_hd__a31oi_1 0.15
[power by group through the flow]
stage / clock network (mW) / registers (mW) / logic [mW]
4_1_cts: 5.26 / 6.41 / 0.582
6_report: 5.17 / 6.41 / 0.575
5_1_grt: 5.48 / 6.41 / 0.618
[per-stage QoR]
stage	instance area [sq um]	setup WS [ns]	hold WS [ns]	power (mW)	util
global route	46470	3.336	0.8537	12.50	0.5779
finish	46470	3.498	0.8021	12.15	0.5779
global placement	42940	2.736	0.7813	7.102	0.5339
floorplan	40560	3.282	0.6996	6.818	-
detailed placement	42940	2.854	0.7786	7.107	0.5339
CTS	46470	3.544	0.7859	12.24	0.5779
[registers in the layout (all words and copies together) (netlist names)]
signal / cells
bram: 1024
data_out_ff: 32
[routing by layer]
layer | share of wire | up-vias | GRT usage
met5 | 0.0017 | - | 0.01919
met4 | 0.029 | 4 | 0.06144
met3 | 0.16 | 149 | 0.1905
met2 | 0.47 | 1271 | 0.3870
met1 | 0.34 | 9972 | 0.3849
li1 | - | 8553 | -
[synth_stat cells, types with 2 or more instances]
| master | instances |
|---|---|
| sky130_fd_sc_hd__a221oi_1 | 2 |
| sky130_fd_sc_hd__nor2_2 | 2 |
| sky130_fd_sc_hd__mux2_2 | 14 |
| sky130_fd_sc_hd__o2111ai_1 | 2 |
| sky130_fd_sc_hd__a32oi_1 | 2 |
| sky130_fd_sc_hd__o22ai_2 | 2 |
| sky130_fd_sc_hd__a2111oi_2 | 11 |
| sky130_fd_sc_hd__nor2_1 | 87 |
| sky130_fd_sc_hd__mux2i_1 | 237 |
| sky130_fd_sc_hd__or4_1 | 2 |
| sky130_fd_sc_hd__buf_1 | 3 |
| sky130_fd_sc_hd__clkbuf_1 | 22 |
| sky130_fd_sc_hd__o21ai_0 | 30 |
| sky130_fd_sc_hd__or3_1 | 3 |
| sky130_fd_sc_hd__nand2b_1 | 16 |
| sky130_fd_sc_hd__or2_2 | 2 |
| sky130_fd_sc_hd__nor3b_1 | 2 |
| sky130_fd_sc_hd__nor3_1 | 12 |
| sky130_fd_sc_hd__nand2_1 | 10 |
| sky130_fd_sc_hd__nand3_1 | 4 |
| sky130_fd_sc_hd__a2111o_1 | 11 |
| sky130_fd_sc_hd__a22oi_1 | 30 |
| sky130_fd_sc_hd__a31oi_1 | 28 |
| sky130_fd_sc_hd__o22a_1 | 2 |
| sky130_fd_sc_hd__buf_4 | 33 |
| sky130_fd_sc_hd__buf_6 | 17 |
| sky130_fd_sc_hd__a2111oi_0 | 10 |
| sky130_fd_sc_hd__mux4_2 | 132 |
| sky130_fd_sc_hd__a22o_1 | 7 |
| sky130_fd_sc_hd__a21oi_1 | 4 |
| sky130_fd_sc_hd__o21a_1 | 2 |
| sky130_fd_sc_hd__nor2b_1 | 11 |
| sky130_fd_sc_hd__o21ai_1 | 6 |
| sky130_fd_sc_hd__o22ai_1 | 89 |
| sky130_fd_sc_hd__nand4b_1 | 2 |
| sky130_fd_sc_hd__nand4_1 | 4 |
| sky130_fd_sc_hd__edfxtp_1 | 1056 |
| sky130_fd_sc_hd__nor4_1 | 6 |
| sky130_fd_sc_hd__buf_2 | 32 |
| sky130_fd_sc_hd__nand4bb_1 | 3 |
[worst max path at each step]
stage / from / to / slack (ns) / depth (start not counted)
5_1_grt: addr_i[0] / data_out_ff[18] / 3.34 / 7
6_report: addr_i[0] / data_out_ff[18] / 3.50 / 7
4_1_cts: addr_i[0] / data_out_ff[18] / 3.54 / 7
[cell families (layout without fill, tap and decap cells)]
| family | count (synthesis) | after routing |
|---|---|---|
| mux | 383 | 383 |
| flops | 1056 | 1056 |
| buf+inv | 109 | 368 |
| compound gates | 241 | 241 |
| simple gates | 175 | 175 |
[final cells by class]
type | instances | area [sq um] | share of cell area
clock buffer | 121 | 2730 | 0.05875
clock inverter | 74 | 804.5 | 0.01731
inverter | 1 | 3.754 | 0.00008077
multi-input combinational | 799 | 8401 | 0.1808
sequential | 1056 | 31710 | 0.6824
tap | 1060 | 1326 | 0.02854
timing repair buffer | 172 | 1495 | 0.03217
Power is estimated from default activity; no workload was simulated.
