===== design/flow/design.v =====
package cache_pkg;
localparam SET_BITS          = 1;
localparam BLOCK_BITS        = 1;
localparam BUFFER_DEPTH_BITS = 2;
localparam DATA_WIDTH        = 32;
localparam ADDR_WIDTH        = 32;
localparam CPU_ADDR_BUF      = 2;
localparam CPU_ADDR_DEPTH    = 2**CPU_ADDR_BUF;
localparam DATA_BYTES        = DATA_WIDTH/8;
localparam TECH_ADDR_WIDTH   = SET_BITS + BLOCK_BITS;
localparam BLOCK_AMOUNT      = 2**BLOCK_BITS;
localparam MATRIX_WIDTH      = BLOCK_AMOUNT*(BLOCK_AMOUNT-1)/2;
localparam SET_AMOUNT        = 2**SET_BITS;
localparam FIFO_WIDTH        = DATA_WIDTH + ADDR_WIDTH + 1 + DATA_BYTES;
localparam FIFO_WIDTH_EX     = FIFO_WIDTH + 1;
localparam SET_ANY           = (SET_BITS == 0)   ? 1 : SET_BITS;
localparam BLOCK_ANY         = (BLOCK_BITS == 0) ? 1 : BLOCK_BITS;
localparam LOAD_LSB = 0;
localparam LOAD_MSB = LOAD_LSB;
localparam MODE_LSB = LOAD_LSB + 1;
localparam MODE_MSB = MODE_LSB;
localparam STRB_LSB = MODE_MSB + 1;
localparam STRB_MSB = STRB_LSB + DATA_BYTES - 1;
localparam DATA_LSB = STRB_MSB + 1;
localparam DATA_MSB = DATA_LSB + DATA_WIDTH - 1;
localparam ADDR_LSB = DATA_MSB + 1;
localparam ADDR_MSB = ADDR_LSB + ADDR_WIDTH - 1;
endpackage
module fifo #(
  parameter DATA_WIDTH = 32,
  parameter FIFO_DEPTH = 4
)(
  input  logic                  clk_i,
  input  logic                  rstn_i,
  input  logic [DATA_WIDTH-1:0] data_i,
  input  logic                  push_i,
  output logic                  full_o,
  output logic [DATA_WIDTH-1:0] data_o,
  input  logic                  pop_i,
  output logic                  empty_o
);
localparam PTR_WIDTH = $clog2(FIFO_DEPTH);
  logic [PTR_WIDTH  :0] read_pointer_n;
  logic [PTR_WIDTH  :0] read_pointer_q;
  logic [PTR_WIDTH  :0] write_pointer_n;
  logic [PTR_WIDTH  :0] write_pointer_q;
  logic [DATA_WIDTH-1:0] mem_q [FIFO_DEPTH-1:0];
  assign read_pointer_n  = read_pointer_q + (pop_i && ~empty_o);
  always_ff @(posedge clk_i or negedge rstn_i) begin
    if(~rstn_i) read_pointer_q  <= '0;
    else        read_pointer_q  <= read_pointer_n;
  end
  assign write_pointer_n =  write_pointer_q + (push_i && ~full_o);
  always_ff @(posedge clk_i or negedge rstn_i) begin
    if(~rstn_i) write_pointer_q <= '0;
    else        write_pointer_q <= write_pointer_n;
  end
  always_ff @(posedge clk_i) begin
    if ( push_i && ~full_o ) mem_q[write_pointer_q[PTR_WIDTH-1:0]] <= data_i;
  end
  assign empty_o = write_pointer_q == read_pointer_q;
  assign full_o  = {!write_pointer_q[PTR_WIDTH],write_pointer_q[PTR_WIDTH-1:0]} == {read_pointer_q[PTR_WIDTH],read_pointer_q[PTR_WIDTH-1:0]};
  assign data_o  = ( empty_o ) ? '0 : mem_q[read_pointer_q[PTR_WIDTH-1:0]];
endmodule

===== design/flow/run.sh =====
#!/bin/bash
# OpenROAD 26Q1-2900-gdf79404cd8, Yosys 0.63+post, stock flow scripts
make -C /OpenROAD-flow-scripts/flow DESIGN_CONFIG=/design/flow/config.mk WORK_HOME=/design/flow/orfs finish

===== design/flow/config.mk =====
export PLATFORM = sky130hd
export DESIGN_NAME = fifo
export DESIGN_NICKNAME = fifo
export VERILOG_FILES = /design/flow/design.v
export SDC_FILE = /design/flow/constraint.sdc
export NUM_CORES = 4
export LEC_CHECK = 1
export CORE_UTILIZATION = 40

===== design/flow/constraint.sdc =====
current_design fifo

set clk_period 7.4
set clk_io_pct 0.2

create_clock -name clk0 -period $clk_period [get_ports {clk_i}]

set non_clock_inputs [all_inputs -no_clocks]
set_input_delay [expr $clk_period * $clk_io_pct] -clock clk0 $non_clock_inputs
set_output_delay [expr $clk_period * $clk_io_pct] -clock clk0 [all_outputs]

==> run notes <==
The analysis attributes to cell leakage a power of 2.291 nW. The flow measured a signed area growth from synthesis to layout of 30.49%. The tools report the relative slew slack as 56.32%. Antenna repair during routing inserted a diode count of 0. The finished cells cover 7004 sq um.

The overall die height is 117.8 um. The worst setup path is captured at a primary output. The cell count after synthesis came out at 239.

Per the detail_route report, DRC violations left total 0. For the pin with the worst max-slew slack, the measured transition is 0.6542 ns. For reference, the final report shows the hold violation count at 0. The post-route worst hold slack was 0.5778 ns. Counting along the longest clock path gives a buffer depth of 2. With the post-route clock skew at 0.005996 ns, the post-synth area from yosys stat is 5368 sq um. The routed wire length was 10.13 mm; the final critical-path required period was 4.555 ns.

Per the GRT congestion report, total overflow comes to 0. With the overall die area at 13890 sq um, the utilization of the core after routing is 54.40%. For the largest net degree at the start of global routing, the log shows 36. The flow ran to the end, and the final reports show no timing, DRC or antenna violations.

The final worst-path cycle share was 61.56%. The synthesis-stage register bit count was 134; the peak clock frequency supported by timing was 219.5 MHz. TritonCTS built the clock tree. The via count of the first global-routing pass is 3046, and the max-cap violation count is 0. Per the power-grid run, VDD falls by no more than 0.3926 mV. Setup repair after global routing left no endpoint under its margin.

Of the post-synthesis cell area, the dominant cell type holds 71.61%. The final antenna-violating net count came out at 0. The run gives 134 for the clock sink count. The H-tree depth came out at 4.

The average instance area after synthesis is 22.46 sq um, and the total number of vias is 2730. The tools report the length of the first detailed-routing pass in iterations as 4. The row count is 41, and the detailed placer's ending HPWL is 6.032 mm.

The number of violations reported at the end of detailed-routing iteration 0 came out at 149. The run gives 117.8 um for the horizontal extent of the die. Number of top-level pins: 70. The warning count from the yosys run was 1; the number of cells in the yosys synthesis report was 239. The routed design shows a via density per instance of 5.363. The critical path is of the flip-flop to primary output type.

The data arrival time of the worst path came out at 3.08 ns. The tools report the netlist area before placement as 5368 sq um. STA shows the worst reg2reg path with a cell count of 5.

Summing over the stages, the warning tally comes to 25. With the number of buffers added to fix hold violations after cts at 0, the final estimated routing congestion in global placement is 0.7047. Global routing used 17.13% of the available tracks. Before placement the cells fill 41.69% of the core. Sorting the synthesized cells by area gives the leading types as edfxtp_1, mux4_2, o31a_1, dfrtp_1, mux4_1. STA classifies the critical path startpoint as a flip-flop. The tools report the number of gates given a new drive strength after cts as 0.

Per the final layout report, the fraction of cells sized above drive strength 1 comes to 24.63%. The routed wirelength normalized by instance count is 19.90 um. The first global-routing pass estimated 16.23 mm of wire. The core region is 12880 sq um. The number of setup buffers added after CTS is 0. Total power normalized to cell area comes to 478.7 nW/um^2. The class of the tightest hold or removal check is flip-flop to flip-flop. The run gives 23 for the highest net fanout along the worst path.

The cell taking the most area after synthesis is edfxtp_1. The post-placement cell area is 6344 sq um. The number of clock buffers inserted by TritonCTS was 17; the clock edge transition at the registers on the reported setup and hold paths was 0.05 ns.

The count of buffers added on input and output ports is 69. The cell count of the worst hold path was 1; the part of the Yosys area used for sequential elements was 74.41%. The required time at the worst endpoint is listed as 5.92 ns. The tools report the number of max-slew violations in the final report as 0.

The run gives 0 as the final tally of setup violations. The run gives 0 as the initial antenna violation count. Adding up every negative setup slack in the final design gives 0 ns. Root buffer cell: clkbuf_16.

Per the synthesis report, the number of distinct cell types is 20. For the clock latency on the worst-skew pair, the log shows 0.40 ns.
-- synth_stat cells --
| cell type | number |
|---|---|
| buf_2 | 8 |
| nor3_1 | 1 |
| nand2_1 | 1 |
| a311oi_1 | 4 |
| clkbuf_1 | 3 |
| dfrtp_1 | 6 |
| o31a_1 | 33 |
| a31oi_1 | 1 |
| buf_12 | 3 |
| inv_1 | 2 |
| xor2_1 | 3 |
| xor2_2 | 2 |
| ha_1 | 4 |
| buf_6 | 4 |
| edfxtp_1 | 128 |
| xnor2_1 | 2 |
| nand2b_1 | 1 |
| mux4_2 | 29 |
| and3_1 | 1 |
| mux4_1 | 3 |
-- critical path, stage by stage (launching register included) --
cell and delay [ns]:
dfrtp_2 0.64, buf_4 0.51, xor2_4 0.48, buf_4 0.37, o31a_1 0.20, clkdlybuf4s50_1 0.47
-- flip-flops by register name, indices dropped and copies added, names as in the netlist --
signal,count
mem_q,128
read_pointer_q,3
write_pointer_q,3
-- cell usage in the layout (no fill, tap or decap), drive strengths merged --
cell type / instances
o31a: 33
bufinv: 6
mux4: 32
xor2: 5
a31oi: 1
nand2b: 1
inv: 2
buf: 15
and3: 1
nor3: 1
nand2: 1
a311oi: 4
clkinv: 6
ha: 4
clkbuf: 18
dfrtp: 6
edfxtp: 128
clkinvlp: 2
clkdlybuf4s50: 69
xnor2: 2
-- final cells by class --
class,instances,area (sq um)
clock buffers,18,429.2
clock inverters,14,231.5
fillers,963,5872
inverters,2,7.507
multi-input cells,85,1321
flip-flops and latches,134,3996
well taps,172,215.2
repair buffers,84,803.3
-- logic make-up after synthesis --
family | Yosys count | share of synthesized area, %
AOI/OAI and AO/OA | 38 | 6.154
xor gates and xnor gates | 7 | 1.422
adders and majority gates | 4 | 0.9324
buffers and inverters | 20 | 3.054
DFF | 134 | 74.41
muxes | 32 | 13.64
and+or+nand+nor | 4 | 0.3963
-- where the power goes --
part	internal (mW)	total (mW)	leakage (nW)	switching (mW)
combinational	0.713	1.33	0.733	0.612
sequential	1.03	1.11	1.24	0.0771
clock	0.629	0.923	0.317	0.293
total	2.37	3.35	2.29	0.983
-- worst paths after layout --
path,to,from,slack (ns)
max,data_o[30],read_pointer_q[0],2.84
min,read_pointer_q[2],read_pointer_q[2],0.58
max reg2reg,mem_q[3][17],read_pointer_q[0],4.92
min reg2reg,read_pointer_q[2],read_pointer_q[2],0.58
max in group asynchronous,read_pointer_q[0],rstn_i,5.79
min in group asynchronous,write_pointer_q[1],rstn_i,1.34
-- per-layer routing --
layer | share of wire, % | up-vias | global-route usage (%)
met5 | 0 | - | 0
met3 | 11 | 4 | 10.62
met2 | 50 | 148 | 25.22
li1 | - | 1203 | -
met4 | 0.41 | 0 | 1.442
met1 | 39 | 1375 | 24.65
-- per-stage QoR --
stage,setup slack [ns],total power [mW],instances
2_1_floorplan,2.841,1.826,239
3_3_place_gp,3.200,2.449,477
3_5_place_dp,3.173,2.465,477
4_1_cts,2.754,3.402,509
5_1_grt,2.554,3.545,509
6_report,2.845,3.353,509
No activity file was given, so power comes from the tool's default toggle rates.
